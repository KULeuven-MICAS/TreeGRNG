==> design.v <==
module  gaussianSimplified8(input pbits7,input pbits6, input[0:1] pbits5, 
		input[0:3] pbits4, input[0:7] pbits3, input[0:15] pbits2,
		input[0:15] pbits1, input[0:7] pbits0,
    		output[7:0] result
);
wire bit7;
wire bit6;
wire bit5;
wire bit4;
wire bit3;
wire bit2;
wire bit1;
wire bit0;
wire[1:0] pbits5bw;
wire[3:0] pbits4bw;
wire[7:0] pbits3bw;
wire[15:0] pbits2bw;
wire[15:0] pbits1bw;
wire[7:0] pbits0bw;
reverser #(.N(2))  rev5(pbits5, pbits5bw);
reverser #(.N(4))  rev4(pbits4, pbits4bw);
reverser #(.N(8))  rev3(pbits3, pbits3bw);
reverser #(.N(16)) rev2(pbits2, pbits2bw);
reverser #(.N(16)) rev1(pbits1, pbits1bw);
reverser #(.N(8)) rev0(pbits0, pbits0bw);
assign bit7 = pbits7;
mux #(.N(1)) muxbit6({~pbits6,	pbits6},  bit7, bit6);
mux #(.N(2)) muxbit5({pbits5bw, pbits5}, {bit7, bit6}, bit5);
mux #(.N(3)) muxbit4({pbits4bw, pbits4}, {bit7, bit6, bit5}, bit4);
mux #(.N(4)) muxbit3({pbits3bw, pbits3}, {bit7, bit6, bit5, bit4}, bit3);
mux #(.N(5)) muxbit2({pbits2bw, pbits2}, {bit7, bit6, bit5, bit4, bit3}, bit2);
mux #(.N(5)) muxbit1({pbits1bw, pbits1}, {bit7, bit6, bit5, bit4, bit3}, bit1);
mux #(.N(4)) muxbit0({pbits0bw, pbits0}, {bit7, bit6, bit5, bit4}, bit0);
assign result = {~bit7, bit6, bit5, bit4, bit3, bit2, bit1, bit0};
endmodule
module  mux #(parameter N = 1) (input[(2**N-1):0] entries,input[(N-1):0] sel, output result);
    if (N == 1) begin
        assign result = (sel == 1) ? entries[1] : entries[0];
    end
    else begin
        mux #(.N(N-1))uppermux(entries[2**N-1:2**(N-1)],sel[N-2:0],result1);
        mux #(.N(N-1))lowermux(entries[2**(N-1)-1:0],sel[N-2:0],result0);
        assign result = (sel[N-1] == 1) ? result1 : result0; 
    end
endmodule 
module reverser #(parameter N = 8) (input[(N-1):0] forward, output[(N-1):0] reversed);
    for (genvar i=0; i<N; i=i+1) begin
        assign reversed[i] = ~forward[N-1-i];
    end
endmodule
==> run.sh <==
#!/bin/bash
# OpenROAD 26Q1-2900-gdf79404cd8, Yosys 0.63+post, stock flow scripts
make -C /OpenROAD-flow-scripts/flow DESIGN_CONFIG=/design/flow/config.mk WORK_HOME=/design/flow/orfs finish
==> config.mk <==
export PLATFORM = sky130hd
export DESIGN_NAME = gaussianSimplified8
export DESIGN_NICKNAME = gaussianSimplified8
export VERILOG_FILES = /design/flow/design.v
export SDC_FILE = /design/flow/constraint.sdc
export NUM_CORES = 4
export LEC_CHECK = 1
export CORE_AREA = 10 10 96 96
export DIE_AREA = 0 0 106 106
==> constraint.sdc <==
current_design gaussianSimplified8

set clk_period 8.7
set clk_io_pct 0.2

create_clock -name clk0 -period $clk_period

set non_clock_inputs [all_inputs -no_clocks]
set_input_delay [expr $clk_period * $clk_io_pct] -clock clk0 $non_clock_inputs
set_output_delay [expr $clk_period * $clk_io_pct] -clock clk0 [all_outputs]
==> impl_metrics.yaml <==
# flow metrics
job:
  cap_violations: 0
  warning_count: 32
route:
  drc: 0
  num_antenna_cells: 0
  detail-route-antenna-nets: 0
  drtIter0Drc: 238
  vias: 1984
  wl_per_cell_um: 17.9
  vias_per_cell: 5.28
  first_pass_iters: 4
  finalWirelength_um: 6750
synthesis:
  ys_cells: 233
  yosys.area.top_type: "mux2i_1"
  syn_area_sq_mm: 0.00165
  yosys-top-cells-count: "mux2i_1 (29), nand2_1 (27), nor2_1 (18)"
  ys_types: 54
  top_cell: "mux2i_1"
  top_cells_by_area: "mux2i_1 (18%), nand2_1 (6.2%), o21ai_0 (4.9%), mux4_1 (4.8%), mux2_2 (4.8%)"
  syn_inst: 233
  synth_seq_share_pct: 0
  yosysTopAreaCellShare_pct: 17.6
  yosysWarnings: 8
  yosysChipArea_sq_mm: 0.00165
  syn_avg_cell_area_sq_um: 7.07
critical_path:
  crit_type: "in2out"
  required_ps: 6960
  cpLargestDelayFamily: "buffers and inverters"
  crit_slowest_cell: "clkdlybuf4s50_1"
  worstSetupStartpointType: "input pin"
  max_stage_delay_ps: 770
  end_kind: "output pin"
  cp_num_cells: 11
  path_cells: "clkdlybuf4s50_1 -> inv_1 -> xnor2_4 -> inv_4 -> nor4_2 -> or2_1 -> nor3_2 -> a311o_1 -> o31a_1 -> or4_1 -> clkdlybuf4s50_1"
  cpMostUsedCell: "clkdlybuf4s50_1"
  arrival_ps: 5920
  worst-path-buf-inv: 4
  cp_max_fo: 17
power:
  ir_drop_v: 0.0000245
  powerDensity_mw_per_mm2: 74.2
  p_leak_nw: 0.854
  total_power_mw: 0.171
timing:
  slew_headroom_pct: 41.6
  fmax_mhz: 131
  rsz0062_at_grt: "no"
  report.final.slew_viol_count: 0
  finalSetupTns_ps: 0
  finalCritPeriodShare_pct: 88.1
  setup_viol: 0
  finalHoldViolations: 0
  period_needed_ps: 7660
  worstMarginPinSlew_ps: 873
place:
  hpwl_um: 5370
  io_buffer_count: 64
  gp_congestion: 0.950
clocking:
  postCtsSetupRepairBufs: 0
  ctsHoldBuffers: 0
  post_cts_resized: 0
min_path:
  hold_class: "in2out"
  min_to: "result[0]"
  hold_path_startpoint: "pbits0[3]"
  holdPathStages: 6
floorplanning:
  chipArea_sq_mm: 0.0112
  io_pins: 64
  dieWidth_um: 106
  core_area_sq_mm: 0.00721
  fp-row-count: 31
  floorplan.core_util_pct: 22.8
  die_h_um: 106
layout:
  ff_latch_area_sq_um: 0
  flop-count: 0
  drive_above_1_share_pct: 9.03
  clockBufferCount: 0
  finish.utilization_pct: 32.0
  syn2layout_area_growth_pct: 40.2
global_route:
  grt_pass1_wl_um: 10800
  first_global_vias: 2011
  grt_antenna_before_repair: 0
  grt_use_total_pct: 11.6
  grt_max_degree: 23
  gr-total-overflow: 0
run_status:
  run_status: "complete, no violations"
cell type report:
class,instances,area (sq um)
Timing Repair Buffer,70,686
Multi-Input combinational cell,200,1470
Tap cell,99,124
Fill cell,789,4900
Inverter,7,28.8
worst max path at each step:
| stage | start | endpoint | slack (ps) |
|---|---|---|---|
| 4_1_cts | pbits7 | result[2] | 1050 |
| 5_1_grt | pbits7 | result[2] | 740 |
| 6_report | pbits7 | result[2] | 1040 |
placed cells by master, fill, tap and decap left out, types with 3 or more instances in the layout:
cell | netlist | final
nand3_1 | 6 | 6
o211ai_1 | 3 | 3
mux2i_1 | 29 | 29
mux2_2 | 7 | 7
a31oi_1 | 9 | 9
nand2b_1 | 4 | 4
nor4_1 | 6 | 6
a311o_1 | 3 | 3
nor2_1 | 18 | 18
a21oi_1 | 11 | 11
nor2b_1 | 4 | 4
o311ai_0 | 3 | 3
inv_1 | 5 | 5
o21ai_0 | 16 | 16
nor3_1 | 8 | 8
buf_4 | 8 | 6
clkdlybuf4s50_1 | 0 | 64
nand2_1 | 27 | 27
a221oi_1 | 7 | 7
mux4_1 | 3 | 3
per-stage QoR:
step           hold slack [ps]  setup WS [ps]  std cells  cell area (sq um)
2_1_floorplan             3670           2600        233               1650
3_3_place_gp              4770           1130        376               2310
3_5_place_dp              4770           1060        376               2310
4_1_cts                   4770           1050        376               2310
5_1_grt                   4820            737        376               2310
6_report                  4760           1040        376               2310
where the power goes:
group	internal [mW]	switching, mW
Combinational	0.0849	0.0865
Clock	0	0
Sequential	0	0
Total	0.0849	0.0865
tightest hold or removal path: cells and delay by family:
family | cells | cell delay (ps)
buf+inv | 2 | 870
simple gates | 2 | 100
compound gates | 1 | 80
mux | 1 | 230
layer usage:
layer / GRT usage [%] / vias to the layer above / wire length (um)
li1: - / 982 / -
met1: 15.5 / 906 / 2950
met2: 19.3 / 86 / 3220
met3: 1.47 / 10 / 426
met4: 3.00 / 0 / 149
met5: 0 / - / 0
logic make-up after synthesis:
logic type	synth area share [%]
and+or+nand+nor	24.8
AOI/OAI and AO/OA	30.1
buffers and inverters	11.1
xor gates and xnor gates	2.73
muxes	31.3
No activity file was given, so power comes from the tool's default toggle rates.
